===== flow/config.mk =====
export PLATFORM = sky130hd
export DESIGN_NAME = piscaleds
export DESIGN_NICKNAME = piscaleds
export VERILOG_FILES = /design/flow/design.v
export SDC_FILE = /design/flow/constraint.sdc
export NUM_CORES = 4
export LEC_CHECK = 1
export CORE_AREA = 10 10 112 112
export DIE_AREA = 0 0 122 122

===== flow/constraint.sdc =====
current_design piscaleds

set clk_period 6.1
set clk_io_pct 0.2

create_clock -name clk0 -period $clk_period [get_ports {CLOCK_50}]

set non_clock_inputs [all_inputs -no_clocks]
set_input_delay [expr $clk_period * $clk_io_pct] -clock clk0 $non_clock_inputs
set_output_delay [expr $clk_period * $clk_io_pct] -clock clk0 [all_outputs]

===== flow/design.v =====
module piscaleds(
input CLOCK_50, 
input [3:0] KEY, 
input [9:0] SW,
output [7:0]LEDG,
output [9:0]LEDR
);
reg [27:0] contador = 0;
reg l = 0;
assign LEDG[0] = l;
assign LEDG[1] = l;
assign LEDG[2] = l;
assign LEDG[3] = l;
assign LEDG[4] = l;
assign LEDG[5] = l;
assign LEDG[6] = l;
assign LEDG[7] = l;
assign LEDR[0] = SW[0] * SW[1];
assign LEDR[1] = SW[0] * SW[1];
assign LEDR[2] = SW[0] * SW[1];
assign LEDR[3] = SW[0] * SW[1];
assign LEDR[4] = SW[0] * SW[1];
assign LEDR[5] = SW[0] * SW[1];
assign LEDR[6] = SW[0] * SW[1];
assign LEDR[7] = SW[0] * SW[1];
assign LEDR[8] = SW[0] * SW[1];
assign LEDR[9] = SW[0] * SW[1];
always @(posedge CLOCK_50) begin
    contador = contador + 1;
    if(SW[0] == 0 && SW[1] == 0) begin
        if(contador == 50000000) begin
        contador = 0;
        l = ~l;
        end
    end
    if(SW[0] ==0 && SW[1]==1) begin
        if(contador == 90000000)begin
        contador = 0;
        l = ~l; 
        end
    end
    if(SW[0] == 1 && SW[1]==0) begin
        if(contador == 25000000)begin
        contador = 0;
        l = ~l; 
        end
    end
end
endmodule

===== flow/run.sh =====
#!/bin/bash
# OpenROAD 26Q1-2900-gdf79404cd8, Yosys 0.63+post, stock flow scripts
make -C /OpenROAD-flow-scripts/flow DESIGN_CONFIG=/design/flow/config.mk WORK_HOME=/design/flow/orfs finish

==> flow_metrics.tcl <==
# metrics dict for downstream scripts
set metrics [dict create \
    worstHoldPathType "flop to flop" \
    synth_top_area_share 0.328 \
    grt_use_total 0.0505 \
    warning_count 38 \
    cts_root_buf "clkbuf_8" \
    r2r_slack_ps 2530 \
    skew_ps 6.32 \
    fp.dieW_um 122 \
    most_common_cell "dfxtp_1" \
    p_seq_frac 0.508 \
    arrival_ps 2630 \
    tritoncts "yes" \
    remaining_drc_errors 0 \
    chipArea_um2 14900 \
    rr_endpoint "l" \
    p_leak_uw 0.000707 \
    grt_antenna_before_repair 0 \
    postCtsHoldBufs 0 \
    final-hold-violation-count 0 \
    syn_inst 199 \
    worstSetupEndpoint "LEDR[9]" \
    cts_resized 0 \
    setup_viol 0 \
    tns_ps 0 \
    pwr-share-comb 0.024 \
    syn_area_per_cell_um2 8.88 \
    top_cells_by_count "dfxtp_1 (29), nor2_1 (21), xnor2_1 (19)" \
    p_per_area_nw_per_um2 178 \
    drive_gt1_frac 0.121 \
    relSlewSlack 0.511 \
    place_area_um2 1990 \
    p_sw_uw 74.4 \
    rows 37 \
    cp-end-kind "output port" \
    grt_max_degree 11 \
    first_pass_iters 4 \
    antenna_cells 0 \
    grt_pass1_vias 1280 \
    drt_iter0_drc 43 \
    fp_util 0.173 \
    slew_violations 0 \
    tightest_slew_ps 727 \
    synth_flops 29 \
    gp_congestion 0.923 \
    ys_seq_share 0.328 \
    synthesis.area_um2 1770 \
    register_area_um2 581 \
    num_vias 1400 \
    postRouteAntennaNets 0 \
    mi_logic_area_um2 1020 \
    power_uw 372 \
    clock_power_share 0.467 \
    clock.latency.late_pin_ps 280 \
    overflow 0 \
    rsz0062_at_grt "false" \
    worstRegToRegCells 9 \
    topCellsByArea "dfxtp_1 (33%), xnor2_1 (9.4%), buf_4 (7.2%), nor2_1 (4.5%), xor2_1 (4.0%)" \
    viasPerCell 4.08 \
    clock.fmax_mhz 260 \
    ys_types 49 \
    fp.dieH_um 122 \
    synth_top_flop_cell "dfxtp_1" \
    crit_path_start_kind "input port" \
    cp-startpoint "SW[0]" \
    clock_path_buffers 2 \
    status "finished, final reports clean" \
    async_reset_ff_frac 0 \
    edf_count 0 \
    fp.coreArea_um2 10200 \
    switching_share 0.200 \
    r2r_start "contador[0]" \
    io_buffers 20 \
    h-tree-depth 2 \
    io_pins 33 \
    clock_sinks 29 \
    synth_warnings 1 \
    grt_pass1_wl_um 6200 \
    cap_violations 0 \
    finalClockPeriodUsage 0.631 \
    finalInstanceArea_um2 2090 \
    wire_per_inst_um 11.3 \
    top_area_cell "dfxtp_1" \
    ys_chip_area_um2 1770 \
    path_class "input port to output port" \
    path_clk_slew_ps 60 \
    yosysCellCount 199 \
    wirelength_um 3880 \
    numCtsBuffers 5 \
    ir_drop_mv 0.0576 \
    fill_cells 1089 \
    dp_hpwl_um 2960 \
    p_int_uw 298 \
    hold_start "contador[27]" \
    path_max_fanout 10 \
    post_cts_buffers 0 \
    area_growth_pct 18.3 \
    layout_min_cycle_time_ps 3850 \
    critPathRequiredTime_ps 4880 \
    final_util 0.204 \
]
==> power groups by stage <==
| stage | combinational (uW) | sequential, uW | clock (uW) |
|---|---|---|---|
| final | 9.12 | 189 | 174 |
| after global routing | 9.80 | 189 | 186 |
| after CTS | 9.33 | 189 | 179 |
==> critical path, stage by stage <==
cell	delay (ps)
clkdlybuf4s50_1	560
and2_1	320
clkdlybuf4s50_1	530
==> per-layer routing <==
layer	routed length, um	track usage
met5	0	0
met4	119	0.0127
met3	268	0.0131
met2	1690	0.0814
met1	1810	0.0662
==> sequential cells by signal, summed over array words and instances, names as in the netlist <==
name,cells
l,1
contador,28
==> metrics by stage <==
| step | hold slack, ps | cells | setup slack [ps] |
|---|---|---|---|
| after floorplan | 426 | 199 | 3110 |
| after global placement | 441 | 335 | 2020 |
| after detailed placement | 444 | 335 | 2040 |
| after CTS | 456 | 343 | 2230 |
| after global routing | 497 | 343 | 2170 |
| final | 454 | 343 | 2250 |
==> worst min-delay path by stage <==
| stage | endpoint | slack (ps) | cells past startpoint |
|---|---|---|---|
| CTS | contador[27] | 460 | 1 |
| global route | contador[27] | 500 | 1 |
| finish | contador[27] | 450 | 1 |
==> cells by family (layout without fill, tap and decap cells) <==
group           count (synthesis)  in the layout  synth area share
simple gates                   97             97             0.338
fa+ha+maj                       2              2            0.0142
mux                             1              1           0.00566
xor+xnor                       28             28             0.143
buf+inv                        26             34            0.0962
flops                          29             29             0.328
compound gates                 16             16            0.0743
==> layout make-up <==
type	count	area share
multi-input combinational	144	0.486
sequential	29	0.278
timing repair buffer	20	0.0957
tap	136	0.0813
clock buffer	7	0.0461
inverter	6	0.0108
clock inverter	1	0.00239
==> cells in the final DEF (no fill, tap or decap), types with 2 or more instances in the layout <==
| master | n |
|---|---|
| and3_1 | 4 |
| o21ba_2 | 2 |
| nand3_1 | 7 |
| o21ai_0 | 3 |
| nor2_1 | 21 |
| nand2_1 | 11 |
| nor3_1 | 10 |
| ha_1 | 2 |
| nor4_1 | 7 |
| clkdlybuf4s50_1 | 20 |
| or3_1 | 2 |
| nor2b_1 | 3 |
| or3_4 | 2 |
| dfxtp_1 | 29 |
| nand4_1 | 8 |
| xnor2_1 | 19 |
| a31oi_1 | 2 |
| xor2_1 | 8 |
| inv_1 | 6 |
| or4_1 | 4 |
| and2_1 | 3 |
| clkbuf_8 | 7 |
| nor4_4 | 2 |
Power figures rest on the tool's default switching activity, not on a simulated workload.
